[config.mk]
export PLATFORM = sky130hd
export DESIGN_NAME = QSPI_XIP_CTRL_DMC
export DESIGN_NICKNAME = QSPI_XIP_CTRL_DMC
export VERILOG_FILES = /design/flow/design.v
export SDC_FILE = /design/flow/constraint.sdc
export NUM_CORES = 4
export LEC_CHECK = 1
export CORE_UTILIZATION = 30
export SYNTH_MEMORY_MAX_BITS = 65536
[constraint.sdc]
current_design QSPI_XIP_CTRL_DMC

set clk_period 105.7
set clk_io_pct 0.2

create_clock -name clk0 -period $clk_period [get_ports {HCLK}]

set non_clock_inputs [all_inputs -no_clocks]
set_input_delay [expr $clk_period * $clk_io_pct] -clock clk0 $non_clock_inputs
set_output_delay [expr $clk_period * $clk_io_pct] -clock clk0 [all_outputs]
[design.v]
`timescale 1ns/1ps
    module QSPI_XIP_CTRL_DMC(
        input               HCLK,
        input               HRESETn,
        input               HSEL,
        input wire [31:0]   HADDR,
        input wire [1:0]    HTRANS,
        input wire [31:0]   HWDATA,
        input wire          HWRITE,
        input wire          HREADY,
        output reg         HREADYOUT,
        output wire [31:0]  HRDATA,
        output              sck,
        output              ce_n,
        input   wire[3:0]   din,
        output      [3:0]   dout,
        output  wire        douten     
    );
    wire [31:0]     c_datao;
    wire [127:0]    c_line;
    wire            c_hit;
    reg [1:0]       c_wr;
    wire [23:0]     c_A;
    wire            fr_rd;
    wire            fr_done;
    localparam [1:0] st_idle    = 2'b00;
    localparam [1:0] st_wait    = 2'b01;
    localparam [1:0] st_rw      = 2'b10;
    reg [1:0]   state, nstate;
    reg             last_HSEL;
    reg [31:0]      last_HADDR;
    reg             last_HWRITE;
    reg [1:0]       last_HTRANS;
    always@ (posedge HCLK) begin
        if(HREADY) begin
            last_HSEL       <= HSEL;
            last_HADDR      <= HADDR;
            last_HWRITE     <= HWRITE;
            last_HTRANS     <= HTRANS;
        end
    end
    always @ (posedge HCLK or negedge HRESETn)
        if(HRESETn == 0) state <= st_idle;
        else 
            state <= nstate;
    always @* begin
        nstate = st_idle;
        case(state)
            st_idle :   if(HTRANS[1] & HSEL & HREADY & c_hit) nstate = st_rw;
                        else if(HTRANS[1] & HSEL & HREADY & ~c_hit) nstate = st_wait;
            st_wait :   if(c_wr[1]) nstate = st_rw; 
                        else  nstate = st_wait;
            st_rw   :    
                        if(HTRANS[1] & HSEL & HREADY & c_hit) nstate = st_rw;
                        else if(HTRANS[1] & HSEL & HREADY & ~c_hit) nstate = st_wait;
        endcase
    end
    always @(posedge HCLK or negedge HRESETn)
        if(!HRESETn) HREADYOUT <= 1'b1;
        else
            case (state)
                st_idle :   if(HTRANS[1] & HSEL & HREADY & c_hit) HREADYOUT <= 1'b1;
                            else if(HTRANS[1] & HSEL & HREADY & ~c_hit) HREADYOUT <= 1'b0;
                            else HREADYOUT <= 1'b1;
                st_wait :   if(c_wr[1]) HREADYOUT <= 1'b1;
                            else HREADYOUT <= 1'b0;
                st_rw   :   if(HTRANS[1] & HSEL & HREADY & c_hit) HREADYOUT <= 1'b1;
                            else if(HTRANS[1] & HSEL & HREADY & ~c_hit) HREADYOUT <= 1'b0;
            endcase
    assign fr_rd        =   ( HTRANS[1] & HSEL & HREADY & ~c_hit & (state==st_idle) ) |
                            ( HTRANS[1] & HSEL & HREADY & ~c_hit & (state==st_rw) );
    assign c_A          =  
                            last_HADDR[23:0];
    DMC_32x16
                CACHE ( .clk(HCLK), .rst_n(HRESETn), 
                        .A(last_HADDR[23:0]), .A_h(HADDR[23:0]), .Do(c_datao), .hit(c_hit), 
                        .line(c_line), .wr(c_wr[1]) );
    FLASH_READER FR (   .clk(HCLK), .rst_n(HRESETn), 
                        .addr({HADDR[23:4], 4'd0}), .rd(fr_rd), .done(fr_done), .line(c_line),
                        .sck(sck), .ce_n(ce_n), .din(din), .dout(dout), .douten(douten) );
    assign HRDATA   = c_datao;
    always @ (posedge HCLK) begin
        c_wr[0] <= fr_done;
        c_wr[1] <= c_wr[0];
    end
endmodule
module FLASH_READER #(parameter LINE_SIZE=128)(
    input   wire                    clk,
    input   wire                    rst_n,
    input   wire [23:0]             addr,
    input   wire                    rd,
    output  wire                    done,
    output  wire [LINE_SIZE-1: 0]   line,      
    output  reg                     sck,
    output  reg                     ce_n,
    input   wire[3:0]               din,
    output      [3:0]               dout,
    output  wire                    douten
);
    localparam LINE_BYTES = LINE_SIZE/8;
    localparam LINE_CYCLES = LINE_BYTES * 8;
    parameter IDLE=1'b0, READ=1'b1;
    reg         state, nstate;
    reg [7:0]   counter;
    reg [23:0]  saddr;
    reg [7:0]   data [LINE_BYTES-1 : 0]; 
    reg         first;
    wire[7:0]   EBH     = 8'heb;
    wire [7:0] data_0 = data[0];
    wire [7:0] data_1 = data[1];
    wire [7:0] data_15 = data[15];
    always @*
        case (state)
            IDLE: if(rd) nstate = READ; else nstate = IDLE;
            READ: if(done) nstate = IDLE; else nstate = READ;
        endcase 
    always @ (posedge clk or negedge rst_n)
        if(!rst_n) first = 1'b1;
        else if(first & done) first <= 0;
    always @ (posedge clk or negedge rst_n)
        if(!rst_n) state = IDLE;
        else state <= nstate;
    always @ (posedge clk or negedge rst_n)
        if(!rst_n) sck <= 1'b0;
        else if(~ce_n) sck <= ~ sck;
        else if(state == IDLE) sck <= 1'b0;
    always @ (posedge clk or negedge rst_n)
        if(!rst_n) ce_n <= 1'b1;
        else if(state == READ) ce_n <= 1'b0;
        else ce_n <= 1'b1;
    always @ (posedge clk or negedge rst_n)
        if(!rst_n) counter <= 8'b0;
        else if(sck & ~done) counter <= counter + 1'b1;
        else if(state == IDLE) 
            if(first) counter <= 8'b0;
            else counter <= 8'd8;
    always @ (posedge clk or negedge rst_n)
        if(!rst_n) saddr <= 24'b0;
        else if((state == IDLE) && rd) saddr <= addr;
    always @ (posedge clk)
        if(counter >= 20 && counter <= 19+LINE_BYTES*2)
            if(sck) data[counter/2 - 10] <= {data[counter/2 - 10][3:0], din};  
    assign dout     =   (counter < 8)   ? EBH[7 - counter] :
                        (counter == 8)  ? saddr[23:20] : 
                        (counter == 9)  ? saddr[19:16] :
                        (counter == 10)  ? saddr[15:12] :
                        (counter == 11)  ? saddr[11:8] :
                        (counter == 12)  ? saddr[7:4] :
                        (counter == 13)  ? saddr[3:0] :
                        (counter == 14)  ? 4'hA : 
                        (counter == 15)  ? 4'h5  : 4'h0;    
    assign douten   = (counter < 20);
    assign done     = (counter == 19+LINE_BYTES*2);
    generate
        genvar i; 
        for(i=0; i<LINE_BYTES; i=i+1)
            assign line[i*8+7: i*8] = data[i];
    endgenerate
endmodule
module DMC_32x16 (
    input wire          clk,
    input wire          rst_n,
    input wire  [23:0]  A,
    input wire  [23:0]  A_h,
    output wire [31:0]  Do,
    output wire         hit,
    input wire [127:0]  line,
    input wire          wr
);
    reg [127:0] LINES   [31:0];
    reg [14:0]  TAGS    [31:0];
    reg         VALID   [31:0];
    wire [3:0]  offset  = A[3:0];
    wire [4:0]  index   = A[8:4];
    wire [14:0] tag     = A[23:9];
    wire [4:0]  index_h   = A_h[8:4];
    wire [14:0] tag_h     = A_h[23:9];
    assign  hit =   VALID[index_h] & (TAGS[index_h] == tag_h);
    assign  Do  =   (offset[3:2] == 2'd0) ?  LINES[index][31:0] :
                    (offset[3:2] == 2'd1) ?  LINES[index][63:32] :
                    (offset[3:2] == 2'd2) ?  LINES[index][95:64] :
                    LINES[index][127:96];
    integer i;
    always @ (posedge clk or negedge rst_n)
        if(!rst_n) 
            for(i=0; i<32; i=i+1)
                VALID[i] <= 1'b0;
        else  if(wr)  VALID[index]    <= 1'b1;
    always @(posedge clk)
        if(wr) begin
            LINES[index]    <= line;
            TAGS[index]     <= tag;
        end
endmodule
[run.sh]
#!/bin/bash
# OpenROAD 26Q1-2900-gdf79404cd8, Yosys 0.63+post, stock flow scripts
make -C /OpenROAD-flow-scripts/flow DESIGN_CONFIG=/design/flow/config.mk WORK_HOME=/design/flow/orfs finish
==> reports/metrics.cfg <==
[detailed_routing]
met1Wirelength_mm=134
drt-total-wl_mm=470
ant_nets=0
maxUsedRoutingLayer=met5
wl_met2_mm=227
wl_per_cell_um=28.8
drc_errors=0
via_per_inst=5.03
drt-pass1-iter-count=7
first_iter_violations=5348
met3WireLength_mm=92.4
vias=82356

[yosys]
yosys-top-cells-count=4726 x edfxtp_1, 1450 x mux4_2, 248 x clkbuf_1
top_cell=edfxtp_1
synth-seq-cells=4801
syn_avg_cell_area_um2=24.9
yosys.area.top_type=edfxtp_1
topCellsByArea=edfxtp_1 77%, mux4_2 18%, dfrtp_1 0.87%
yosys_area_um2=183000
synthArstFlopShare_pct=1.42
ys_seq_share_pct=78.5
ys_types=77
syn_inst=7359
edf_count=4726
ys_cells=7359
top_area_share_pct=77.5
syn_area_um2=183000
ys_warn_count=4
ys.flop_type=edfxtp_1

[setup_path]
slowest_delay_ns=0.82
reg2regPathDepth=6
crit_family=buffers and inverters
crit_buf_inv=6
reg2reg_to=CACHE.LINES[6][41]$_DFFE_PP_
r2r-start=c_wr[1]$_DFF_P_
critPathMaxFanout=54
slowest_stage=dfxtp_4
path_common_cell=buf_4
start_kind=flop
crit_chain=buf_4 > buf_4 > buf_4 > buf_4 > buf_4 > mux4_2 > mux4_2 > mux4_2 > mux2_2 > clkdlybuf4s50_1
crit_type=reg -> out
cp.arrival_ns=7.75
cp.required_ns=84.56
r2r_slack_ns=100.80
crit_path_end_kind=output port

[final_timing]
fin_crit_sh_pct=27.3
slew_headroom_pct=20.8
fmax_mhz=34.6
rsz0062_at_grt=no
finalHoldViolations=0
post-route-min-period_ns=28.89
drv_slew=0
finClkSkew_ns=0.109
tns_ns=0
worst_pin_slew_ns=1.19
setup_viol=0

[floorplanning]
chipArea_um2=614000
die_w_um=783
ios=115
core_area_um2=607000
fp.dieH_um=783
fp_util_pct=30.2
row_count=286

[cells_and_area]
areaGrowthSynthToFinish_pct=15.0
fin_area_um2=211000
fill_cells=54217
final_layout_size_suffix_gt1_share_pct=32.4
utilization_pct=34.7

[min_path]
min_to=c_wr[1]$_DFF_P_
min_path_type=reg -> reg
hp-start=c_wr[0]$_DFF_P_
whs_path_depth=0

[power]
sw_frac_of_total_pct=20.9
seq_power_share_pct=52.6
p_leak_nw=64.3
total_power_mw=3.94
internal_power_mw=3.11
peakVddDrop_v=0.0000176
power.density_nw_per_um2=18.7
clockPowerShare_pct=41.6
pwr-share-comb_pct=5.8
p_sw_mw=0.824

[grt]
grt_pass1_vias=93279
antenna_found_initial=24
grt_max_degree=107
grt_use_total_pct=16.5
grt_pass1_wl_mm=670
overflow=0

[flow_run]
warning_count=81
cap_violations=0

[clocking]
cts_buffers=459
htreeDepth=5
clock_sinks=4801
cts_setup_buffers=0
root_buffer=clkbuf_16
worstSkewPairLatency_ns=1.04
cts_buffer_depth=4
cts_resized=0
clk_pin_slew_ns=0.06
cts_hold_buf=0
cts_tree=built

[placed_design]
place.port_buffers=70
placed_cell_area_um2=196000
place.gp.congestion=0.849
dpl.hpwl_mm=255

[run_status]
outcome=finished, final reports clean

worst max-delay path by stage:
stage | to | slack, ns | cells after the start
4_1_cts | HRDATA[3] | 76.67 | 10
5_1_grt | HRDATA[3] | 76.54 | 10
6_report | HRDATA[3] | 76.81 | 10
cells in the final DEF (no fill, tap or decap), types with 7 or more instances in the layout:
master and n:
a21oi_1 54, a22o_1 7, a22oi_1 10, and2_1 7, and3_1 19, buf_12 12
buf_4 379, bufinv_16 50, clkbuf_1 95, clkbuf_16 466, clkdlybuf4s50_1 63, clkinv_1 91
clkinv_2 93, clkinv_4 7, clkinvlp_4 25, dfrtp_1 63, diode_2 18, edfxtp_1 4726
ha_1 10, inv_1 52, mux2_2 49, mux2i_1 52, mux4_1 13, mux4_2 1450
nand2_1 52, nand3_1 31, nand3b_1 9, nand4_1 29, nor2_1 28, nor2_4 32
nor2b_1 11, nor3_1 34, nor4_1 7, o211ai_2 20, o21ai_0 19, o221ai_1 7
o22ai_1 25, or2_2 33, or3_1 8
through the flow:
stage	worst slack (ns)	hold WS (ns)	std cells
3_5_place_dp	77.81	0.312	15489
3_3_place_gp	77.91	0.319	15489
4_1_cts	76.67	0.331	16343
5_1_grt	76.54	0.352	16352
6_report	76.81	0.329	16361
2_1_floorplan	81.57	0.310	7359
cell type report:
cell class | instances | area [um2] | area share, %
diodes | 18 | 45.0 | 0.0214
clock buffers | 565 | 12100 | 5.73
clock inverters | 289 | 3010 | 1.43
inverters | 54 | 203 | 0.0962
multi-input cells | 2112 | 37800 | 17.9
flip-flops and latches | 4801 | 144000 | 68.2
well taps | 8064 | 10100 | 4.79
repair buffers | 458 | 3740 | 1.78
cells by family after synthesis:
family / count (synthesis) / synth area share, %
xor gates and xnor gates: 12 / 0.0615
buffers and inverters: 446 / 1.05
AOI/OAI and AO/OA: 197 / 0.785
DFF: 4801 / 78.5
muxes: 1565 / 18.6
adders and majority gates: 10 / 0.0683
and+or+nand+nor: 328 / 0.958
metal layers:
layer	vias up	track usage [%]
met5	-	0.423
met4	20	4.35
met3	793	15.0
met2	6568	25.4
met1	41792	15.9
li1	33183	-
state kept, by name, indices dropped and copies added (netlist names), named ones only:
name and flops:
FR.first 1, FR.data 128, FR.saddr 20, CACHE.TAGS 480
FR.ce_n 1, HREADYOUT 1, FR.state 1, c_wr 2
state 3, FR.counter 8, FR.sck 1, CACHE.LINES 4096
last_HADDR 22, CACHE.VALID 32
power groups by stage:
stage,clock network [mW],registers (mW),logic (mW)
6_report,1.64,2.07,0.228
5_1_grt,1.74,2.07,0.243
4_1_cts,1.67,2.07,0.234
Power figures rest on the tool's default switching activity, not on a simulated workload.
